$ cat run.sh
#!/bin/bash
# OpenROAD 26Q1-2900-gdf79404cd8, Yosys 0.63+post, stock flow scripts
make -C /OpenROAD-flow-scripts/flow DESIGN_CONFIG=/design/flow/config.mk WORK_HOME=/design/flow/orfs finish
$ cat config.mk
export PLATFORM = sky130hd
export DESIGN_NAME = light_4lvl_top
export DESIGN_NICKNAME = light_4lvl_top
export VERILOG_FILES = /design/flow/design.v
export SDC_FILE = /design/flow/constraint.sdc
export NUM_CORES = 4
export LEC_CHECK = 1
export CORE_AREA = 10 10 73 73
export DIE_AREA = 0 0 83 83
$ cat constraint.sdc
current_design light_4lvl_top

set clk_period 1.2
set clk_io_pct 0.2

create_clock -name clk0 -period $clk_period [get_ports {clk}]

set non_clock_inputs [all_inputs -no_clocks]
set_input_delay [expr $clk_period * $clk_io_pct] -clock clk0 $non_clock_inputs
set_output_delay [expr $clk_period * $clk_io_pct] -clock clk0 [all_outputs]
$ cat design.v
module light_4lvl
(
	input clk,
	input reset,
	input btn_up,
	input btn_down,
	output reg [1:0] light
);
parameter S00 = 4'd1;
parameter S01 = 4'd2;
parameter S10 = 4'd4;
parameter S11 = 4'd8;
reg [3:0] state;
reg [3:0] next_state;
always@(posedge clk or posedge reset)
begin
	if (reset)begin
		state <= S00;
	end else begin
		state <= next_state;
	end
end
always@(*)
begin
	next_state = state;
	case(state)
	S00:
		if (btn_up & !btn_down)
			next_state = S01;
	S01:begin
		if (btn_up & !btn_down)
			next_state = S10;
		if (!btn_up & btn_down)
			next_state = S00;
	end
	S10:begin
		if (btn_up & !btn_down)
			next_state = S11;
		if (!btn_up & btn_down)
			next_state = S01;
	end
	S11:
		if (!btn_up & btn_down)
			next_state = S10;
	endcase
end
always@(*)begin
	case(state)
	S00:light = 2'b00;
	S01:light = 2'b01;
	S10:light = 2'b10;
	S11:light = 2'b11;
	endcase
end
endmodule
module light_4lvl_top
(
	input clk,
	input reset,
	input btn_up,
	input btn_down,
	output [1:0] light
);
wire up;
wire down;
lvl2pulse i_btn_up
(
	.reset	(reset),
	.clk	(clk),
	.lvl	(btn_up),
	.pulse	(up)
);
lvl2pulse i_btn_down
(
	.reset	(reset),
	.clk	(clk),
	.lvl	(btn_down),
	.pulse	(down)
);
light_4lvl i_light
(
	.reset		(reset),
	.clk		(clk),
	.btn_up		(up),
	.btn_down	(down),
	.light		(light)
);
endmodule
module lvl2pulse
(
	input reset,
	input clk,
	input lvl,
	output reg pulse
);
parameter LOW = 2'b00;
parameter EDGE = 2'b01;
parameter HIGH = 2'b11;
reg [1:0] state;
reg [1:0] next_state;
always @ (posedge clk or posedge reset)
begin:sync_proc
	if (reset) begin
		state <= LOW;
	end	else begin
		state <= next_state;
	end
end
always @(*)
begin
	next_state = state;
	casex(state)
	LOW:
		if (lvl)
			next_state = EDGE;
	EDGE:
		if (lvl)
			next_state = HIGH;
		else
			next_state = LOW;
	HIGH:
		if (!lvl)
			next_state = LOW;
	endcase
end
always @(*)
begin
	casex (state)
	EDGE:
		pulse = 1'b1;
	default:
		pulse = 1'b0;
	endcase
end
endmodule
==> results.json <==
{
  "firstDrtPassIters": 4,
  "endpoint_kind": "register",
  "worst_pin_slew_ns": 0.297,
  "place.gp.congestion": 0.650,
  "synth.distinct_cells": 12,
  "ir_drop_v": 0.000836,
  "rsz0062_at_grt": "yes",
  "period_minus_slack_ns": 1.20,
  "fin_setup_tns_ns": 0,
  "report.final.slew_viol_count": 0,
  "netlist_area_um2": 360,
  "ant_nets": 0,
  "drt_iter0_markers": 8,
  "syn_avg_cell_area_um2": 11.3,
  "cp-startpoint": "i_btn_up.state[1]$_DFF_PP0_",
  "grtUsageTotal_pct": 1.60,
  "drive_gt1_share_pct": 22.0,
  "fp_util_pct": 9.63,
  "wl_per_cell_um": 6.39,
  "fmax_mhz": 836,
  "synthToLayoutAreaGrowth_pct": 46.5,
  "clk_latency_ns": 0.22,
  "max_cap_viol_count": 0,
  "fin_skew_ns": 0.000965,
  "io_pins": 6,
  "yosys_warnings": 2,
  "crit_buf_inv": 1,
  "coreArea_um2": 3740,
  "cts_made_buffers": 3,
  "tritoncts": "done",
  "crit_arrival_ns": 1.29,
  "finalClockPeriodUsage_pct": 99.7,
  "warning_count": 28,
  "grt_pass1_vias": 241,
  "path_class": "reg -> reg",
  "slowest_delay_ns": 0.40,
  "hp-class": "in -> async",
  "powerDensity_nw_per_um2": 1220,
  "post-route-drc-count": 0,
  "hold_buffers": 0,
  "cts_buffer_depth": 2,
  "totalWireLength_um": 569,
  "die_h_um": 83,
  "fin_total_pwr_uw": 644,
  "yosys_area_um2": 360,
  "std_cell_rows": 22,
  "rr_endpoint": "i_light.state[3]$_DFF_PP0_",
  "grt-ovfl-total": 0,
  "startpoint_type": "register",
  "cts.htree.levels": 1,
  "die_area_um2": 6890,
  "grt_max_degree": 9,
  "unclocked_regs": 2,
  "critPathSlowestCell": "dfrtp_1",
  "synth_cells": 32,
  "reg2reg_from": "i_btn_up.state[1]$_DFF_PP0_",
  "crit_path_cell_trace": "ha_4 > a222oi_1 > inv_1",
  "dr_total_vias": 234,
  "unconstrained_endpoints": 4,
  "path_depth": 3,
  "r2r_cells": 3,
  "die_x_um": 83,
  "ys_seq_elements": 10,
  "cp.required_ns": 1.30,
  "n_antenna_cell": 0,
  "grt_pass1_wl_um": 931,
  "slew_headroom_pct": 80.2,
  "path_clk_slew_ns": 0.04,
  "setup_violations": 0,
  "antenna_found_initial": 0,
  "cp-endpoint": "i_light.state[3]$_DFF_PP0_",
  "reg2reg_slack_ns": 0.004,
  "io_buffers": 5,
  "crit_fanout": 2,
  "cts-root-buf": "clkbuf_8",
  "viasPerCell": 2.63,
  "yosys_cells": 32,
  "p_leak_uw": 0.000238,
  "status": "finished, final reports clean",
  "hold_violations": 0,
  "crit_family": "flip-flops",
  "dp_hpwl_um": 453,
  "num-fill-cells": 435
}
[per-layer routing]
layer / GRT usage (%) / vias up / share of wire (%)
li1: - / 119 / -
met5: 0 / - / 0
met3: 1.18 / 0 / 9.0
met1: 2.22 / 103 / 56
met4: 0 / 0 / 0
met2: 2.03 / 12 / 35
[state kept, by name (all words and copies together) (netlist names)]
register and count:
i_light.light 2, i_btn_up.state 2, i_light.state 4, i_btn_down.state 2
[placed cells by master, fill, tap and decap left out]
cell | netlist | routed
inv_1 | 9 | 8
dfrtp_1 | 5 | 5
clkdlybuf4s50_1 | 0 | 5
clkbuf_8 | 0 | 3
dfstp_2 | 3 | 3
nand2_1 | 2 | 2
o21ai_0 | 2 | 2
and2_1 | 2 | 2
a222oi_1 | 2 | 2
dlxtn_1 | 2 | 2
inv_2 | 0 | 1
or2_1 | 1 | 1
or2_2 | 1 | 1
nor3_1 | 1 | 1
ha_4 | 0 | 1
ha_1 | 2 | 1
clkbuf_1 | 0 | 1
[where the power goes]
part | internal (uW) | leakage (uW) | total [uW] | switching, uW
sequential | 281 | 0.000114 | 285 | 3.79
clock | 229 | 0.0000228 | 326 | 96.3
combinational | 18.1 | 0.000101 | 33.5 | 15.3
total | 528 | 0.000238 | 644 | 115
[worst min-delay path by stage]
stage	end	cells past startpoint	slack [ns]	from
after CTS	i_btn_up.state[1]$_DFF_PP0_	2	0.26	reset
after global routing	i_btn_down.state[1]$_DFF_PP0_	2	0.29	reset
final	i_btn_down.state[1]$_DFF_PP0_	2	0.26	reset
[cells by family (layout without fill, tap and decap cells)]
kind of cell	Yosys count	in the layout	share of synthesized area, %
adder cells (fa/ha/maj)	2	2	6.94
AND/OR/NAND/NOR	7	7	10.4
flip-flops	8	8	56.6
latches	2	2	8.33
buffers and inverters	9	18	9.37
AND-OR/OR-AND	4	4	8.33
[cell type report]
| cell class | count | area (um^2) | share of cell area (%) |
|---|---|---|---|
| Clock buffer | 4 | 45.0 | 8.53 |
| Tap cell | 48 | 60.1 | 11.4 |
| Inverter | 9 | 33.8 | 6.40 |
| Sequential cell | 10 | 234 | 44.3 |
| Timing Repair Buffer | 5 | 50.0 | 9.48 |
| Multi-Input combinational cell | 13 | 105 | 19.9 |
[through the flow]
stage / instance area, um^2 / util, % / worst slack, ns / hold slack, ns / std cells
after global routing: 528 / 14.1 / -0.0712 / 0.288 / 89
final: 528 / 14.1 / 0.00397 / 0.259 / 89
after global placement: 470 / 12.6 / 0.0444 / 0.481 / 85
after CTS: 515 / 13.8 / -0.0231 / 0.263 / 89
after floorplan: 360 / - / 0.0749 / 0.0535 / 32
after detailed placement: 470 / 12.6 / -0.0120 / 0.498 / 85
[what timing repair did]
action | 4_1_cts | 5_1_grt
gates resized | 0 | 2
buffers inserted | 0 | 0
pin swaps | 0 | 3
setup endpoints to repair | 2 | 2
[cell usage after synthesis (all sizes together)]
master  instances  area [um^2]
inv             9         33.8
dfrtp           5          125
dfstp           3         78.8
a222oi          2         20.0
and2            2         12.5
dlxtn           2         30.0
ha              2         25.0
nand2           2         7.51
o21ai           2         10.0
or2             2         12.5
nor3            1         5.00
No activity file was given, so power comes from the tool's default toggle rates.
