==> /design/flow/config.mk <==
export PLATFORM = sky130hd
export DESIGN_NAME = copy_light_4lvl_top
export DESIGN_NICKNAME = copy_light_4lvl_top
export VERILOG_FILES = /design/flow/design.v
export SDC_FILE = /design/flow/constraint.sdc
export NUM_CORES = 4
export LEC_CHECK = 1
export CORE_AREA = 10 10 70 70
export DIE_AREA = 0 0 80 80
==> /design/flow/constraint.sdc <==
current_design copy_light_4lvl_top

set clk_period 2.0
set clk_io_pct 0.2

create_clock -name clk0 -period $clk_period [get_ports {clk}]

set non_clock_inputs [all_inputs -no_clocks]
set_input_delay [expr $clk_period * $clk_io_pct] -clock clk0 $non_clock_inputs
set_output_delay [expr $clk_period * $clk_io_pct] -clock clk0 [all_outputs]
==> /design/flow/design.v <==
module copy_light_4lvl_top
(
    input clk,
    input  rst,
    input button_up,
    input button_down,
    output [1:0] light
);
wire up;
wire down;
lvl2pulse i_button_up
(
    .reset (rst),
    .clk (clk),
    .lvl (button_up),
    .pulse (up)
);
lvl2pulse i_buton_down
(
    .reset (rst),
    .clk (clk),
    .lvl (button_down),
    .pulse (down)
);
copy_light_4lvl i_light
(
    .rst (rst),
    .clk (clk),
    .button_up (up),
    .button_down (down),
    .light (light)
);
endmodule
module copy_light_4lvl
(
    input button_up,
    input button_down,
    input clk,
    input rst,
    output reg [1:0] light
);
reg [1:0] state;
reg [1:0] next_state;
parameter S0 = 2'b00;
parameter S1 = 2'b01;
parameter S2 = 2'b11;
parameter S3 = 2'b10;
always @(posedge rst or posedge clk)
begin
    if (rst)
    state <= S0;
    else state <= next_state;
end
always@(*)
begin
	next_state = state;
    case (state)
	S0:begin
		if (button_up & !button_down)
			next_state = S1;
    end
	S1:begin
		if (button_up & !button_down)
			next_state = S2;
		if (!button_up & button_down)
			next_state = S0;
	end
	S2:begin
		if (button_up & !button_down)
			next_state = S3;
		if (!button_up & button_down)
			next_state = S1;
	end
	S3:
		if (!button_up & button_down)
			next_state = S2;
    endcase
end
always @(*)
    case (state)
    S0 : light = 2'b00;
    S1 : light = 2'b01;
    S2 : light = 2'b10;
    S3 : light = 2'b11;
    endcase
endmodule
module lvl2pulse
(
	input reset,
	input clk,
	input lvl,
	output reg pulse
);
parameter LOW = 2'b00;
parameter EDGE = 2'b01;
parameter HIGH = 2'b11;
reg [1:0] state;
reg [1:0] next_state;
always @ (posedge clk or posedge reset)
begin:sync_proc
	if (reset) begin
		state <= LOW;
	end	else begin
		state <= next_state;
	end
end
always @(*)
begin
	next_state = state;
	casex(state)
	LOW:
		if (lvl)
			next_state = EDGE;
	EDGE:
		if (lvl)
			next_state = HIGH;
		else
			next_state = LOW;
	HIGH:
		if (!lvl)
			next_state = LOW;
	endcase
end
always @(*)
begin
	casex (state)
	EDGE:
		pulse = 1'b1;
	default:
		pulse = 1'b0;
	endcase
end
endmodule
==> /design/flow/run.sh <==
#!/bin/bash
# OpenROAD 26Q1-2900-gdf79404cd8, Yosys 0.63+post, stock flow scripts
make -C /OpenROAD-flow-scripts/flow DESIGN_CONFIG=/design/flow/config.mk WORK_HOME=/design/flow/orfs finish
==> summary.txt <==
Flow results.

- The aggregate global routing overflow is 0.
- Adding up every negative setup slack in the final design gives 0 ns.
- Per the CTS log, the maximum H-tree level is 1.
- Looking at area per cell type in the netlist, the leader is sky130_fd_sc_hd__dfrtp_1.
- The number of filler cells placed in the layout is 394.
- The critical path is of the register to output port type.
- The floorplan step defined a die boundary enclosing 6400 um2.
- The number of clock sinks seen by CTS is 8.
- Sorting the synthesized cells by area gives the leading types as sky130_fd_sc_hd__dfrtp_1 (38%), sky130_fd_sc_hd__dfstp_2 (24%), sky130_fd_sc_hd__inv_1 (10%), sky130_fd_sc_hd__ha_1 (7.7%), sky130_fd_sc_hd__a222oi_1 (6.2%).
- The routed wire length is 513 um.
- The count of maximum capacitance violations is 0.
- The total placed instance area is 433 um2.
- No sink is reached through more buffers than the 2 on the longest clock path.
- The count of final max-slew check failures is 0.
- For the worst reg-to-reg path, the startpoint reported by OpenROAD is i_buton_down.state[1].
- By instance count, the leading cell after synthesis is sky130_fd_sc_hd__inv_1.
- The most used flip-flop cell after synthesis is sky130_fd_sc_hd__dfrtp_1.
- Dividing the detail-routed via count by the number of cells gives 2.67.
- The weighted congestion reported at the end of routability-driven placement is roughly 0.62.
- The clock period minus worst slack is 1.75 ns.
- In this run, post-CTS hold repair placed 0 buffers.
- The clock tree from TritonCTS is built.
- Yosys reports that the most numerous cell types are sky130_fd_sc_hd__inv_1 (9), sky130_fd_sc_hd__dfrtp_1 (5), sky130_fd_sc_hd__dfstp_2 (3).
- The total area inside the core boundary comes to 3420 um2.
- Per the TritonCTS log, the buffer count is 3.
- The largest fanout of any net on the critical path is 4.
- The count of vias placed by the detailed router is 224.
- The remaining antenna violation count after routing is 0.
- The timing report gives the worst reg2reg path a setup slack of about 0.8 ns.
- The total standard cell area after synthesis is 325 um2.
- The number of enable-type register cells in the synthesized netlist is 0.
- Per the detail_route report, routed wire per instance is 6.11 um.
- The repair_antennas step left the layout with diodes totalling 0.
- The average instance area after synthesis is ~11 um2.
- The synthesized netlist was found by Yosys to have 29 cells.
- According to the floorplan report, the die width is 80 um.
- In the floorplan report the effective utilization is 0.0952.
- Endpoints failing hold in the final report were tallied at 0.
- The number of global-route vias before repair is 235.
- The static leakage is 0.215 nW.
- Per the STA report, the cell with the highest stage delay on the worst path is sky130_fd_sc_hd__clkdlybuf4s50_1.
- The critical path startpoint category is a register.
- The power share of the combinational group is 0.059.
- The number of rows in the core area is 21.
- Setup repair after global routing left no endpoint under its margin.
- The share of layout cells above drive strength 1 is 0.211.
- The initial antenna violation count came to 0.
- The final cell area excluding filler cells is around 460 um2.
- The number of search-and-repair iterations in the first detailed-routing pass is 4.
- The worst-case IR drop observed on VDD is 0.000339 V.
- The placed instance count is 80.
- In this run the worst setup path begins at i_light.state[1].
- According to the timing report, the arrival time at the worst endpoint equals 1.35 ns.
- For reference, the clock transition at the flip-flops on the worst setup and hold paths is 0.06 ns.
- Based on the critical path, the design can be clocked at up to 0.572 GHz.
- The count of unique library cells instantiated by Yosys is 9.
- The total global routing track utilization is 0.0191.
- The tally of yosys warning messages is 2.
- For this run, the slowest stage of the critical path takes 0.40 ns.
- The cell resize tally after clock tree synthesis is 0.
- The share of the synthesized area in the top cell type is 0.385.
- The cell area power density is 689 nW/um2.
- In the finished design, the share of the clock period the worst path needs comes to 0.874.
- As logged by OpenROAD, the buffers inserted on ports number 5.
- The clock tree root buffer cell is sky130_fd_sc_hd__clkbuf_4.
- Per the skew report, the later register of the worst-skew pair sees a clock latency of 0.25 ns.
- Per the run report, area growth between synthesis and finish was 41.2%.
- The footprint of the multi-input gates is 87.6 um2.
- The headroom to the max-slew limit is 0.794.
- The number of buffers inserted to repair setup after CTS is 0.
- Listed in order, past its start point the critical path passes or2_2 > clkdlybuf4s50_1.
- Synthesis produced 29 cells.
- The die boundary height is about 80 um.
- For the final database, setup skew stands at 0.00808 ns.
- The count of endpoints failing setup in the final report is 0.
- The first global-routing pass estimated 972 um of wire.
- The fraction of the yosys area taken by sequential cells is 0.627.
- The DRC violation total left in the routed layout is recorded as 0.
- The power after layout is 0.000316 W.
- The number of warnings the tools reported is 26.
- Entering global routing, the biggest net connects 9 pins.
- The fraction of power spent switching nets is 0.200.
- The type recorded for the worst min-delay path is primary input to async pin.
- The area taken by sequential standard cells is reported as about 200 um2.
- The chip area line in the Yosys stat output reads 325 um2.
- The internal power of the cells is 0.000253 W.
- The slew at the pin closest to its max-slew limit is around 0.31 ns.
- The final worst hold slack is 0.398 ns.
- The kind of end point of the critical path is an output port.
- The filler-free cell count of the finished design is 84.
- The script extracted a net switching power of about 0.000063 W.
- The part of the total power dissipated in sequential elements is 0.535.
- The power share of the clock group is 0.406.
- The synthesis-stage register bit count is 8.
- The required time at the endpoint of the critical path is 1.60 ns.
- Per the synth stats, the proportion of register bits with asynchronous set or reset is 1.00.
- The run finished with clean final reports.
- The I/O pin count is 6.
- Detailed-route iteration 0 reported a violation count of 22.
[cell usage in the layout (no fill, tap or decap)]
cell type	n
sky130_fd_sc_hd__nand2_1	2
sky130_fd_sc_hd__clkbuf_1	1
sky130_fd_sc_hd__dfrtp_1	5
sky130_fd_sc_hd__dfstp_2	3
sky130_fd_sc_hd__or2_2	2
sky130_fd_sc_hd__inv_1	9
sky130_fd_sc_hd__a222oi_1	2
sky130_fd_sc_hd__ha_1	2
sky130_fd_sc_hd__and2_1	2
sky130_fd_sc_hd__clkbuf_4	3
sky130_fd_sc_hd__o21ai_0	2
sky130_fd_sc_hd__clkdlybuf4s50_1	5
[critical path, delay by kind of cell (launching register included)]
kind	cells	cell delay, ns
flops	1	0.39
simple gates	1	0.30
buf+inv	1	0.40
[per-stage QoR]
| step | worst slack, ns | utilization |
|---|---|---|
| after global placement | 0.520 | 0.127 |
| final | 0.253 | 0.134 |
| after global routing | 0.165 | 0.134 |
| after CTS | 0.234 | 0.134 |
| after floorplan | 0.875 | - |
| after detailed placement | 0.516 | 0.127 |
[worst paths after layout]
check | to | depth (start not counted)
max | light[1] | 2
min | i_light.state[1] | 2
max reg2reg | i_light.state[3] | 4
min reg2reg | i_light.state[0] | 2
max in group asynchronous | i_buton_down.state[0] | 2
min in group clk0 | i_light.state[0] | 2
[registers in the layout, summed over array words and instances (netlist names)]
name and flops:
i_button_up.state 2, i_light.state 4, i_buton_down.state 2
[power groups by stage]
stage | clock network [W] | logic (W) | registers [W]
4_1_cts | 0.000134 | 0.0000184 | 0.000169
5_1_grt | 0.000153 | 0.0000209 | 0.000170
6_report | 0.000128 | 0.0000187 | 0.000169
[cell type report]
cell class,instances,area share
flip-flops and latches,8,0.444
multi-input cells,12,0.191
well taps,46,0.125
repair buffers,5,0.109
inverters,9,0.0736
clock buffers,4,0.0572
[routing by layer]
metal  GRT usage  vias to the layer above  routed length [um]
met3      0.0193                        0                 112
met1      0.0243                       97                 247
li1            -                      110                   -
met2      0.0217                       17                 154
met4     0.00352                        0                   0
met5           0                        -                   0
[logic make-up (layout without fill, tap and decap cells)]
| family | after synthesis | count (layout) | share of synthesized area |
|---|---|---|---|
| buffers and inverters | 9 | 18 | 0.104 |
| DFF | 8 | 8 | 0.627 |
| and+or+nand+nor | 6 | 6 | 0.100 |
| AOI/OAI and AO/OA | 4 | 4 | 0.0923 |
| adders and majority gates | 2 | 2 | 0.0769 |
Power is estimated from default activity; no workload was simulated.
