[design/flow/constraint.sdc]
current_design light

set clk_period 1.6
set clk_io_pct 0.2

create_clock -name clk0 -period $clk_period [get_ports {clk}]

set non_clock_inputs [all_inputs -no_clocks]
set_input_delay [expr $clk_period * $clk_io_pct] -clock clk0 $non_clock_inputs
set_output_delay [expr $clk_period * $clk_io_pct] -clock clk0 [all_outputs]
[design/flow/config.mk]
export PLATFORM = sky130hd
export DESIGN_NAME = light
export DESIGN_NICKNAME = light
export VERILOG_FILES = /design/flow/design.v
export SDC_FILE = /design/flow/constraint.sdc
export NUM_CORES = 4
export LEC_CHECK = 1
export CORE_AREA = 10 10 70 70
export DIE_AREA = 0 0 80 80
[design/flow/run.sh]
#!/bin/bash
# OpenROAD 26Q1-2900-gdf79404cd8, Yosys 0.63+post, stock flow scripts
make -C /OpenROAD-flow-scripts/flow DESIGN_CONFIG=/design/flow/config.mk WORK_HOME=/design/flow/orfs finish
[design/flow/design.v]
module light
(
	input reset,
	input clk,
	input btn,
	output reg light
);
parameter LIGHT_ON = 2'b01;
parameter LIGHT_OFF = 2'b10;
reg [1:0] state;
reg [1:0] next_state;
wire btn_pulse;
lvl2pulse i_l2p
(
	.clk	(clk),
	.reset	(reset),
	.lvl	(btn),
	.pulse	(btn_pulse)
);
always @ (posedge clk or posedge reset)
begin:sync_proc
	if (reset) begin
		state <= LIGHT_OFF;
	end	else begin
		state <= next_state;
	end
end
always @(*)
begin:next_state_decode
	next_state = state;
	casex(state)
	LIGHT_OFF:
		if (btn_pulse)
			next_state = LIGHT_ON;
	LIGHT_ON:
		if (btn_pulse)
			next_state = LIGHT_OFF;
	endcase
end
always@(*)
begin
	casex(state)
	LIGHT_OFF:
		light = 1'b0;
	LIGHT_ON:
		light = 1'b1;
	endcase
end
reg [10*8-1:0] state_name;
always@(*)
begin
	casex(state)
	LIGHT_OFF:		state_name = "LIGHT_OFF";
	LIGHT_ON:		state_name = "LIGHT_ON";
	endcase
end
endmodule
module lvl2pulse
(
	input reset,
	input clk,
	input lvl,
	output reg pulse
);
parameter LOW = 2'b00;
parameter EDGE = 2'b01;
parameter HIGH = 2'b11;
reg [1:0] state;
reg [1:0] next_state;
always @ (posedge clk or posedge reset)
begin:sync_proc
	if (reset) begin
		state <= LOW;
	end	else begin
		state <= next_state;
	end
end
always @(*)
begin
	next_state = state;
	casex(state)
	LOW:
		if (lvl)
			next_state = EDGE;
	EDGE:
		if (lvl)
			next_state = HIGH;
		else
			next_state = LOW;
	HIGH:
		if (!lvl)
			next_state = LOW;
	endcase
end
always @(*)
begin
	casex (state)
	EDGE:
		pulse = 1'b1;
	default:
		pulse = 1'b0;
	endcase
end
endmodule
==> GITHUB_STEP_SUMMARY <==
### Metrics collected by this job

| Metric | Value |
|---|---|
| Worst Path Buf+Inv | 0 |
| Final setup viols | 0 |
| Initial antenna violation count | 0 |
| ANT cells | 0 |
| Synthesized area | 158 um2 |
| Critical Path Source | i_l2p.state[1] |
| Tool Warnings | 25 |
| Routed len/inst | 4.25 um |
| Hold-fix buffers, CTS | 0 |
| Critical path data arrival time | 0.92 ns |
| Fillers | 409 |
| Main area contributors | dfstp_2, dfrtp_1, mux2_2 |
| RSZ-0062 raised after global routing | false |
| Reg2reg start | i_l2p.state[1] |
| CP delay by family, top | flip-flops |
| Routed via count | 91 |
| Endpoints left unconstrained | 2 |
| GRT Total Usage | 0.00951 |
| CTS H-tree lvls | 1 |
| FMAX | 1.25 GHz |
| Syn avg cell area | 14.3 um2 |
| DRT Pass-1 Iters | 1 |
| Row count | 21 |
| Util after Layout | 0.0784 |
| Post-synth top area cell | dfstp_2 |
| Synthesized netlist cell count | 11 |
| Wirelength, routed | 268 um |
| Setup Fix Bufs, Post-CTS | 0 |
| Largest net degree at the start of global routing | 5 |
| Clock skew | 0.000434 ns |
| Max-area cell share | 0.333 |
| Outcome | finished, final reports clean |
| CP endpoint kind | register |
| Detailed-route vias per instance | 1.44 |
| I/O Pins | 4 |
| Number of cells in Yosys stat | 11 |
| Vias in the first global route | 111 |
| Measured slew at the worst slew-check pin | 0.143 ns |
| CTS root buf | clkbuf_4 |
| CP Class | reg2reg |
| CORE AREA | 3420 um2 |
| CTS buffer count | 3 |
| Die area | 6400 um2 |
| Remaining Overflow, GRT | 0 |
| Die Span X | 80 um |
| Slew headroom | 0.904 |
| CTS resizes | 0 |
| Max Slew Vio Count | 0 |
| Minimum clock period | 0.803 ns |
| Switching power of the nets | 0.0427 mW |
| Reg2Reg Setup Slack | 0.80 ns |
| CTS Buffer Depth | 2 |
| CP max stage cell | dfrtp_1 |
| Max_cap viols | 0 |
| Worst path max stage delay | 0.35 ns |
| Die H | 80 um |
| Switching share of power | 0.180 |
| Count of unclocked register or latch pins | 1 |
| Logic pwr share | 0.038 |
| Sequential Power Share | 0.448 |
| Startpoint Class | register |
| PortBufs | 3 |
| FP Util | 0.0462 |
| Leak | 0.105 nW |
| Path depth of the worst reg2reg path | 1 |
| Setup TNS | 0 ns |
| Worst IR Drop VDD | 297 uV |
| Worst-path clk slew | 0.04 ns |
| Initial DRC Count | 0 |
| Ys flops | 5 |
| Synthesis area per yosys | 158 um2 |
| Unique cell types | 7 |
| Share of cells above drive strength 1 | 0.412 |
| Type of the most critical hold path | in2async |
| Placer Congestion | 0.651 |
| # DRC | 0 |
| Routed Antenna Nets | 0 |
| Critical Path Fanout Max | 2 |
| CTS tree | built |
| Cell Pwr Density | 888 nW/um2 |
| Area Overhead vs Synth | 69.8% |
| Number of cells on the critical path | 1 |
| Critical path data required time | 1.71 ns |
| Clock group share of total power | 0.514 |
| Yosys Warn Count | 2 |
| Final period utilization | 0.502 |
| Final hold vios | 0 |
| CP cell instances | mux2_2 |
| First-pass GRT wire length | 420 um |
| Fin cells | 63 |
| Placed insts | 60 |
| Clk ins delay skew pair | 0.23 ns |
| Internal power | 0.195 mW |
[cell families after synthesis]
| family | count (synthesis) | share of synthesized area |
|---|---|---|
| multiplexers | 2 | 0.143 |
| flip-flops | 4 | 0.651 |
| AND/OR/NAND/NOR | 2 | 0.0635 |
| buffers and inverters | 2 | 0.0476 |
| latches | 1 | 0.0952 |
[layer usage]
layer  up-vias  global-route usage  part of all wire
li1         46                   -                 -
met1        40             0.00803              0.47
met2         5              0.0112              0.40
met3         0              0.0136              0.13
met4         0             0.00528                 0
met5         -                   0                 0
[through the flow]
| step | instance area [um2] | setup slack (ns) | total power, mW | hold slack [ns] |
|---|---|---|---|---|
| final | 268 | 0.797 | 0.238 | 0.268 |
| after global routing | 268 | 0.766 | 0.257 | 0.266 |
| after CTS | 268 | 0.790 | 0.248 | 0.264 |
| after detailed placement | 245 | 0.599 | 0.117 | 0.513 |
| after global placement | 245 | 0.613 | 0.116 | 0.512 |
| after floorplan | 158 | 0.826 | 0.111 | 0.0846 |
[cell usage in the layout (no fill, tap or decap)]
master and n:
nor2_1 1, clkbuf_4 3, and2_1 1, dlxtn_1 1, inv_1 2, dfrtp_1 2
mux2_2 2, dfstp_2 2, clkdlybuf4s50_1 3
[Yosys cell counts (all sizes together)]
library cell,count
dfrtp,2
mux2,2
and2,1
dlxtn,1
nor2,1
inv,2
dfstp,2
[layout make-up]
class                   count  area, um2  share of cell area
clock buffers               3       22.5              0.0841
inverters                   2       7.51              0.0280
multi-input cells           4       32.5               0.121
flip-flops and latches      5        118               0.439
well taps                  46       57.6               0.215
repair buffers              3       30.0               0.112
[how the worst min path moves through the flow]
| stage | depth (start not counted) | slack (ns) | endpoint |
|---|---|---|---|
| after global routing | 2 | 0.27 | asynchronous set/reset pin |
| after CTS | 2 | 0.26 | i_l2p.state[1] |
| final | 2 | 0.27 | asynchronous set/reset pin |
[power by group through the flow]
| stage | logic (mW) | registers [mW] | clock network, mW |
|---|---|---|---|
| CTS | 0.00932 | 0.107 | 0.132 |
| global route | 0.00976 | 0.107 | 0.140 |
| finish | 0.00899 | 0.107 | 0.122 |
No activity file was given, so power comes from the tool's default toggle rates.
